==> flow/design.v <==
`timescale 1ns / 1ps
module speed_fsm (speed, clk, rst, a, b);
  output [1:0] speed;
  input clk, rst, a,b;
  reg [1:0] state, next_state;
  parameter stop=2'b00, slow=2'b01, med=2'b10, high=2'b11;
  always @ (state or a or b)
    begin
      case (state)
        stop: begin
          if (b==1'b1) next_state=stop;
          else if (a==1'b1) next_state=slow;
          else next_state=state;          
        end
        slow: begin
          if (b==1'b1) next_state=stop;
          else if (a==1'b1) next_state=med;
          else next_state=state;          
        end
        med: begin
          if (b==1'b1) next_state=slow;
          else if (a==1'b1) next_state=high;
          else next_state=state;          
        end
        high: begin
          if (b==1'b1) next_state=med;
          else if (a==1'b1) next_state=high;
          else next_state=state;          
        end 
      endcase
    end
  assign speed=state;
  always @ (posedge clk or posedge rst)
    begin
      if(rst) 
        state<=stop;
      else 
        state<=next_state;
    end
endmodule
module light_fsm (clk, rst, car_ew, lights);
  output [5:0] lights;
  input clk, rst, car_ew;
  reg [1:0] state, next_state;
  reg [5:0] lights;
  parameter green_ns=2'b00, yellow_ns=2'b01, green_ew=2'b10, yellow_ew=2'b11;
  parameter l_g_ns=6'b100_001, l_y_ns=6'b010_001, l_g_ew=6'b001_100, l_y_ew=6'b000_010;
  always @ (state or car_ew)
    begin
      case (state)
        green_ns: begin
          if (car_ew==1'b1) next_state=yellow_ns;
          else next_state=state;          
        end
        yellow_ns: begin
          next_state=green_ew;      
        end
        green_ew: begin
          next_state=yellow_ew;
        end
        yellow_ew: begin
          next_state=green_ns;          
        end 
      endcase
    end
  always @ (state)
    begin
      case (state)
        green_ns: begin
          lights=l_g_ns;          
        end
        yellow_ns: begin
          lights=l_y_ns;      
        end
        green_ew: begin
          lights=l_g_ew;
        end
        yellow_ew: begin
          lights=l_y_ew;          
        end 
      endcase
    end 
  always @ (posedge clk or posedge rst)
    begin
      if(rst) 
        state<=green_ns;
      else 
        state<=next_state;
    end
endmodule
==> flow/run.sh <==
#!/bin/bash
# OpenROAD 26Q1-2900-gdf79404cd8, Yosys 0.63+post, stock flow scripts
make -C /OpenROAD-flow-scripts/flow DESIGN_CONFIG=/design/flow/config.mk WORK_HOME=/design/flow/orfs finish
==> flow/config.mk <==
export PLATFORM = sky130hd
export DESIGN_NAME = speed_fsm
export DESIGN_NICKNAME = speed_fsm
export VERILOG_FILES = /design/flow/design.v
export SDC_FILE = /design/flow/constraint.sdc
export NUM_CORES = 4
export LEC_CHECK = 1
export CORE_AREA = 10 10 70 70
export DIE_AREA = 0 0 80 80
==> flow/constraint.sdc <==
current_design speed_fsm

set clk_period 1.3
set clk_io_pct 0.2

create_clock -name clk0 -period $clk_period [get_ports {clk}]

set non_clock_inputs [all_inputs -no_clocks]
set_input_delay [expr $clk_period * $clk_io_pct] -clock clk0 $non_clock_inputs
set_output_delay [expr $clk_period * $clk_io_pct] -clock clk0 [all_outputs]
==> run notes <==
Observations from the implementation run.

Timing:
- Dividing the final minimum period by the clock period gives a little over four fifths.
- The run puts the final setup skew at 2.353 ps.
- Max-slew check failures listed in the final report amount to 0.
- Measured against its own limit, the worst slew margin works out to 91.09%.
- The run gives the final tally of setup violations as 0.
- Looking at the max-slew report, the worst-margin pin has a slew of 133.7 ps.
- After routing, the total negative slack on setup checks comes to 0 ps.
- In the final report, the number of hold violations comes to 0.
- The run gives the minimum period implied by the final worst setup slack as 1104 ps.
- For this run, the top clock speed supported by timing is between 900 and 1000 MHz.
- Setup repair after global routing left no endpoint under its margin.
- The run puts the final worst hold slack at 195.1 ps.

CTS:
- The run gives the insertion delay of the later-clocked pin in the worst-skew pair as 220 ps.
- In this run the number of H-tree levels came out at 1.
- The run gives the maximum clock path buffer count as 2.
- CTS saw 2 sinks.
- The run gives the clock transition time at the flip-flop clock pins of the worst setup and hold paths as 30 ps.
- The run gives the clock tree from TritonCTS as built.
- The CTS report gives the tree buffer count as 3.
- After clock tree synthesis, the flow added hold-fix buffers numbering 0.
- Clock tree synthesis selected as its root buffer the cell sky130_fd_sc_hd__clkbuf_4.

Synth:
- The run puts the adder and majority gate portion of the synthesized area at 0%.
- The run puts the post-synthesis share of cell area spent on xor and xnor gates at 0%.
- The run puts the sequential area share after synthesis at between 50% and 60%.
- The run puts the synthesized-area fraction occupied by ao, oa, aoi and oai cells at between 20 and 25%.
- The netlist uses 8 different library cells.
- Multiplexer cells account for 0% of the synthesized area.
- The cell area that synthesis handed to floorplanning was 97.59 µm².
- After synthesis, the chip area reported by Yosys is 97.59 µm².
- The run gives the total cells reported by yosys after synthesis as 10.
- Counting the warning lines in the Yosys log gives 1.
- The synthesized design contains 2 register bits.
- Among the non-sequential cells, AND-OR/OR-AND gates take the most area.
- The run puts the number of instances in the synthesized netlist at 10.
- The run puts the post-synthesis area per instance at 9.759 µm².
- The run puts the simple-gate area share of the yosys netlist at between 20% and 30%.

Die:
- The run puts the die extent in y at ~80 µm.
- The run puts the number of top-level pins at 6.
- Once the floorplan was initialized, standard cells occupied under 10% of the core.
- The run gives the area of the die as 6400 µm².
- The initialized floorplan defines 21 standard-cell rows.
- The run puts the core outline area at around 3400 µm².
- The die is 80 µm wide.

Global routing:
- The number of global-route vias before repair was between 100 and 150.
- The run gives the global-route wire length before repair as 627 µm.
- The run gives the final global-route overflow total as 0.
- The run puts the total global-route track usage at 1.412%.
- The run puts the number of antenna violations at the first check in global routing at 1.
- Entering global routing, the biggest net connects 6 pins.

Finish:
- By instance count after routing, the leading logic cell types are sky130_fd_sc_hd__clkbuf_4, sky130_fd_sc_hd__clkdlybuf4s50_1, sky130_fd_sc_hd__buf_4.
- The run puts the final design utilization at 7.546%.
- The run puts the post-synthesis to final-layout area growth at 164.1%.
- In the final layout, the registers with the most flip-flops are state: 2 flops.
- Ranked by flip-flop count, first place goes to state.
- Fill cells in the final layout number 403.
- The register with the most flip-flops in the layout has 2 of them.
- The run gives the area of all sequential standard cells as 50.05 µm².
- The multi-input combinational cells in the finished layout cover a total of roughly 44 µm².
- The run gives the share of final-layout standard cells stronger than drive strength 1 as 28.57%.

Flow run:
- The run reported a max-capacitance violation count of 0.
- The run puts the tool warning count at 25.

Drt:
- In the per-layer summary, the met1 wirelength comes to 166 µm.
- After the first detailed-routing iteration, the DRC count stood at 0.
- The run puts the number of nets still failing antenna checks after routing at 0.
- The run gives the met2 wire length as 162 µm.
- The run puts the detailed-routing iteration count for the pre-antenna-repair pass at 1.
- Summed over all nets, wire length on met3 after detailed routing comes to 56 µm.
- The run gives the average vias per placed instance as 1.838.
- The run puts the mean routed wirelength per cell at 5.676 µm.
- The run gives the count of unresolved DRC violations after routing as 0.
- The run puts the number of vias in the routed layout at 125.
- The run gives the detailed-route wire length as 386 µm.
- Per the detail_route log, the uppermost layer with routed signals is met3.

Worst setup path:
- Traced cell by cell, the critical path runs through buf_4 -> or3_1 -> o211a_1.
- The OpenROAD report gives the critical path a required time of 1410 ps.
- The run gives the endpoint type of the worst setup path as a flop.
- The run puts the maximum net fanout on the critical path at 5.
- The slowest stage of the critical path belongs to the cell sky130_fd_sc_hd__dfrtp_1.
- The launch point of the worst register-to-register path is recorded as state[0]$_DFFE_PP0P_.
- The run gives the arrival time of the worst setup path as between 1000 and 1500 ps.
- The timing report attributes the biggest portion of critical-path delay to flip-flops.
- For reference, the most critical setup path is categorized as flop to flop.
- On the worst path, the slowest cell contributes a delay of 360 ps.
- The worst setup path is launched from a flop.
- The run gives the critical path launch point as state[0]$_DFFE_PP0P_.
- The run puts the worst path buffer plus inverter count at 1.

Hold path:
- The most critical min-delay path falls under primary input to async pin.

Status:
- The run finished with clean final reports.

Placed design:
- The run gives the count of port buffers added during placement as 5.
- The run gives the final RePlAce weighted congestion as 0.6883.
- According to the dpl log, the detail-placed design has an HPWL of 287.7 µm.

Power and ir drop:
- The run puts the leakage power total at between 0.1 and 0.15 nW.
- In this run the VDD rail shows a maximum IR drop of between 150 and 200 µV.
- The run puts the power density of the placed cells at ~1400 nW/µm².
==> Yosys cell counts <==
cell | n | area share, %
sky130_fd_sc_hd__nand2b_1 | 1 | 6.4
sky130_fd_sc_hd__or3_1 | 1 | 6.4
sky130_fd_sc_hd__o211a_1 | 1 | 10
sky130_fd_sc_hd__inv_1 | 1 | 3.8
sky130_fd_sc_hd__a21oi_1 | 1 | 5.1
sky130_fd_sc_hd__nand2_1 | 2 | 7.7
sky130_fd_sc_hd__o2bb2ai_1 | 1 | 9.0
sky130_fd_sc_hd__dfrtp_1 | 2 | 51
==> worst register-to-register path, cell delays in order, from the launching register on <==
cell and delay [ps]:
sky130_fd_sc_hd__dfrtp_1 360, sky130_fd_sc_hd__buf_4 150, sky130_fd_sc_hd__or3_1 360, sky130_fd_sc_hd__o211a_1 110
==> what timing repair did <==
action	CTS	global route
setup buffers	2	0
resized	0	2
endpoints found under the hold margin	0	0
setup endpoints to repair	2	2
==> report_power, final <==
| group | total, W | leakage (nW) | internal, W | switching [W] |
|---|---|---|---|---|
| Clock | 0.000138 | 0.0138 | 0.000102 | 0.0000365 |
| Sequential | 0.0000961 | 0.0251 | 0.0000855 | 0.0000106 |
| Combinational | 0.000129 | 0.0845 | 0.0000894 | 0.0000394 |
| Total | 0.000363 | 0.123 | 0.000277 | 0.0000865 |
==> stage by stage <==
step                      cells  setup slack, ps  instance area (µm²)   power, W
after floorplan              10            335.1                97.59  0.0001351
after global placement       62            18.92                212.7  0.0001993
after detailed placement     62            16.85                212.7  0.0002032
after CTS                    67            1.463                250.2  0.0003849
after global routing         68            142.9                257.7  0.0004002
final                        68            195.8                257.7  0.0003633
==> cell families after synthesis <==
group | count (synthesis)
and+or+nand+nor | 4
DFF | 2
buffers and inverters | 1
AOI/OAI and AO/OA | 3
==> routing by layer <==
layer,vias up,global-route usage [%]
met1,57,1.262
met3,0,2.045
met2,9,1.766
met5,-,0
li1,59,-
met4,0,0.3521
==> cell type report <==
cell class / count / area share [%]
multi-input cells: 7 / 16.99
clock buffers: 3 / 8.738
flip-flops and latches: 2 / 19.42
inverters: 1 / 1.456
diodes: 1 / 0.9709
well taps: 46 / 22.33
repair buffers: 8 / 30.10
==> path summary, 6_finish.rpt <==
check	depth (start not counted)	slack (ps)	endpoint
worst max-delay path	3	200	state[0]$_DFFE_PP0P_
worst min-delay path	2	200	state[0]$_DFFE_PP0P_
worst max register to register	3	200	state[0]$_DFFE_PP0P_
worst min register to register	2	590	state[1]$_DFFE_PP0P_
max in group asynchronous	2	990	state[1]$_DFFE_PP0P_
min in group clk0	2	590	state[1]$_DFFE_PP0P_
No activity file was given, so power comes from the tool's default toggle rates.
