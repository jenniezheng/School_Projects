===== run.sh =====
#!/bin/bash
# OpenROAD 26Q1-2900-gdf79404cd8, Yosys 0.63+post, stock flow scripts
make -C /OpenROAD-flow-scripts/flow DESIGN_CONFIG=/design/flow/config.mk WORK_HOME=/design/flow/orfs finish

===== config.mk =====
export PLATFORM = sky130hd
export DESIGN_NAME = interlayer
export DESIGN_NICKNAME = interlayer
export VERILOG_FILES = /design/flow/design.v
export SDC_FILE = /design/flow/constraint.sdc
export NUM_CORES = 4
export LEC_CHECK = 1
export CORE_AREA = 10 10 94 94
export DIE_AREA = 0 0 104 104

===== constraint.sdc =====
current_design interlayer

set clk_period 1.1
set clk_io_pct 0.2

create_clock -name clk0 -period $clk_period [get_ports {clk}]
create_clock -name clk1 -period $clk_period [get_ports {ready1}]
create_clock -name clk2 -period $clk_period [get_ports {ready2}]
create_clock -name clk3 -period $clk_period [get_ports {ready3}]
create_clock -name clk4 -period $clk_period [get_ports {ready4}]

set non_clock_inputs [all_inputs -no_clocks]
set_input_delay [expr $clk_period * $clk_io_pct] -clock clk0 $non_clock_inputs
set_output_delay [expr $clk_period * $clk_io_pct] -clock clk0 [all_outputs]

===== design.v =====
module dreg(clk, d, q);
    parameter width = 16;
    input clk;
    input [width-1:0] d;
    output [width-1:0] q;
    reg [width-1:0] q;
    always @(posedge clk) begin
        q <= #3 d;
    end
endmodule
module mux2(a, b, sel, y);
    parameter width = 16;
    input [width-1:0] a, b;
    input sel;
    output [width-1:0] y;
    assign #3 y = sel ? b : a;
endmodule
module shl(a, y);
    parameter width = 16;
    input [width-1:0] a;
    output [width-1:0] y;
    assign y = {a[width-2:0], 1'b0};
endmodule
module shr(a, y);
    parameter width = 8;
    input [width-1:0] a;
    output [width-1:0] y;
    assign y = {1'b0, a[width-1:1]};
endmodule
module partial_product (a, b, pp);
    input [15:0] a;
    input [15:0] b;
    output [15:0] pp;
    assign #1 pp = (b[0]==1) ? a : 0;
endmodule
module adder16(a, b, sum);
    input [15:0] a, b;
    output [15:0] sum;
    assign #48 sum = a+b;
endmodule
module is_done (a, b, done);
  input [7:0] a, b;
  output done;
  assign #4 done = (b==0) ? 1 : 0;
endmodule
module multiply (clk, ain, bin, reset, prod, ready);
    input clk;
    input [7:0] ain, bin;
    input reset;
    output [15:0] prod;
    output ready;
  wire [7:0] b_reg, b_reg_temp, b_reg_temp2;
  wire [15:0] a_reg, a_reg_temp, a_reg_temp2;
  wire [15:0] accumulator_reg_temp, accumulator_reg_temp2;
    wire [15:0] pp;
  mux2 mux2_1(accumulator_reg_temp, 0, reset, accumulator_reg_temp2);
  mux2 mux2_2( a_reg_temp, {8'b00000000, ain[7:0] }, reset, a_reg_temp2);
    mux2 #(8) mux2_3(b_reg_temp, bin[7:0], reset, b_reg_temp2);
    dreg #(8) b_dreg(clk, b_reg_temp2, b_reg);
    dreg a_dreg(clk, a_reg_temp2, a_reg);
    dreg acc_dreg(clk, accumulator_reg_temp2, prod);
    partial_product partial_product_1(a_reg, {8'b00000000,b_reg}, pp);
    adder16 add_1(pp, prod, accumulator_reg_temp);
  is_done is_done_1(a_reg[7:0], b_reg, ready);
  shl shl_1(a_reg, a_reg_temp);
  shr shr_1(b_reg, b_reg_temp);
endmodule
module clock_gen(clk);
    parameter half_period = 31;  
    output clk;
    reg    clk;
    initial clk = 0;
    always #half_period clk = ~clk;
endmodule
module interlayer(clk, new, in1, ready1, in2, ready2, in3, ready3, in4, ready4,
                  out1, out2, out3, out4, ready_out);
    input clk;
    input new;
    input [7:0] in1, in2, in3, in4;
    input ready1, ready2, ready3, ready4;
    output [7:0] out1, out2, out3, out4;
    output ready_out;
    wire [3:0] onceReady;
    dreg #(8) dreg_1(ready1,in1,out1);
    dreg #(8) dreg_2(ready2,in2,out2);
    dreg #(8) dreg_3(ready3,in3,out3);
    dreg #(8) dreg_4(ready4,in4,out4);
    assign validAll=ready1&ready2&ready3&ready4;
    dreg dreg_5(clk,onceReady[2],onceReady[0]);
    mux2 mux2_4(onceReady[0],1'b0,new,onceReady[1]);
    mux2 mux2_5(onceReady[1],1'b1,validAll,onceReady[2]);
    dreg dreg_6(clk, ready_outPrev,ready_out);
    mux2 mux6(0, 1, validAll & !onceReady[0],ready_outPrev);
endmodule

==> impl_metrics.json <==
{
  "drc_errors": 0,
  "ys.flops": 34,
  "n_antenna_cell": 0,
  "antenna_found_initial": 0,
  "cp_cell_sequence": "dlygate4sd2_1",
  "ios": 71,
  "core_region_area_sq_um": 6832,
  "simple_gate_area_share_pct": 1.431,
  "grt_pass1_wl_um": 4485,
  "wl_per_cell_um": 13.46,
  "final_util_pct": 27.34,
  "mux_share_pct": 0,
  "fin_area_sq_um": 1868,
  "syn_inst": 38,
  "die_h_um": 104,
  "crit_type": "reg2out",
  "worst-slew-pin-transition_ns": 0.1555,
  "clkSlewWorstSetupHoldPaths_ns": 0.04,
  "dieWidth_um": 104,
  "finalHoldViolCount": 0,
  "final.setup.tns_ns": 0,
  "postRouteAntennaNets": 0,
  "ys_cells": 38,
  "slew_violations": 0,
  "drv_cap": 0,
  "ys_types": 5,
  "syn2layout_area_growth_pct": 167.1,
  "outcome": "completed",
  "drive_gt1_share_pct": 25.37,
  "drt_iter0_drc": 35,
  "crit_fanout": 1,
  "path_buffers": 1,
  "gp_congestion": 0.6747,
  "skew_ns": 0.0007941,
  "via_count": 674,
  "aoi_share_pct": 0.7156,
  "ctsHoldBuffers": 0,
  "overflow": 0,
  "syn_avg_cell_area_sq_um": 18.41,
  "p_leak_nw": 0.8027,
  "cts_tree": "done",
  "cp_top_family": "flip-flops",
  "maxSlewHeadroom_pct": 89.60,
  "yosys.area_share.adder_pct": 0,
  "port_buffers": 66,
  "seq_area_frac_synth_pct": 97.32,
  "cp_slowest_cell": "dfxtp_1",
  "hold_class": "in2reg",
  "worst_ir_drop_vdd_mv": 0.6977,
  "cp-end-kind": "output pin",
  "dpl_cell_area_sq_um": 1480,
  "cpPeakStageDelay_ns": 0.29,
  "dieArea_sq_um": 10820,
  "wirelength_um": 3095,
  "drt_first_pass_iters": 3,
  "powerDensity_nw_per_um2": 2479,
  "yosys_area_sq_um": 699.4,
  "nFillCells": 712,
  "ys_warn_count": 15,
  "holdWs_ns": 0.3319,
  "track_usage_pct": 5.717,
  "rows": 30,
  "worstPathArrival_ns": 0.86,
  "start_kind": "register",
  "critPathRequiredTime_ns": 0.88,
  "xor_share_pct": 0,
  "grt_pass1_vias": 880,
  "grt_max_degree": 5,
  "fp_util_pct": 10.24,
  "synth.cell_area_sq_um": 699.4,
  "finalSetupViolCount": 0,
  "via_per_inst": 2.930,
  "openroad.warnings": 28,
  "logic_family": "simple AND/OR/NAND/NOR gates"
}
## final cells by class
type	instances	area (sq um)	share of cell area, %
well taps	96	120.1	6.430
repair buffers	66	636.9	34.09
multi-input cells	3	18.77	1.005
flip-flops and latches	34	685.7	36.70
clock buffers	30	402.9	21.57
inverters	1	3.754	0.2009
## what timing repair did
item / in CTS / in global routing
gates resized: 36 / 16
pin swaps: 1 / 0
hold endpoints to repair: 0 / 0
cloned: 0 / 0
endpoints found under the setup margin: 35 / 14
buffers inserted: 0 / 0
## metrics by stage
stage	power (W)	setup WS, ns	cells
after CTS	0.004741	0.006153	230
after global placement	0.001677	0.09141	200
after detailed placement	0.001680	0.09927	200
final	0.004631	0.01971	230
after floorplan	0.001410	0.2906	38
after global routing	0.004861	-0.007124	230
## power by group
part	total (W)	internal [W]	switching, W
registers	0.00136	0.00133	0.0000238
clock network	0.00306	0.00230	0.000758
logic	0.000215	0.000174	0.0000408
total	0.00463	0.00381	0.000822
## kinds of logic after synthesis
family                 Yosys count
AND/OR/NAND/NOR                  2
AND-OR/OR-AND                    1
flip-flops                      34
buffers and inverters            1
## synth_stat cells
cell type | n | area (sq um)
o21ai_1 | 1 | 5.000
nor2_1 | 1 | 3.750
inv_1 | 1 | 3.750
nand4_1 | 1 | 6.260
dfxtp_1 | 34 | 680.7
## layer usage
metal	share of wire, %	wire length [um]	GRT usage, %
met1	34	1063	4.191
met2	47	1467	7.793
met3	12	378	6.516
met4	6.0	186	4.970
met5	0	0	0
## cell usage in the layout (no fill, tap or decap)
cell             Yosys  layout
clkdlybuf4s50_1      0      33
dfxtp_1             34      30
clkbuf_8             0      29
dlygate4sd2_1        0      19
clkdlybuf4s15_1      0      14
dfxtp_2              0       4
inv_1                1       1
nand4_1              1       1
o21ai_2              0       1
nor2_1               1       1
clkbuf_1             0       1
## registers in the layout (all words and copies together) (netlist names)
name      flops
dreg_2.q      8
dreg_3.q      8
dreg_4.q      8
dreg_6.q      1
dreg_1.q      8
dreg_5.q      1
## final timing paths
kind	start	end	slack, ns	depth (start not counted)
setup / recovery	dreg_4.q[2]$_DFF_P_	out4[2]	0.02	1
hold / removal	in1[2]	dreg_1.q[2]$_DFF_P_	0.33	1
setup reg to reg	dreg_5.q[0]$_SDFFE_PP1P_	dreg_5.q[0]$_SDFFE_PP1P_	0.55	2
hold reg to reg	dreg_5.q[0]$_SDFFE_PP1P_	dreg_6.q[0]$_DFF_P_	0.42	1
max in group clk4	in4[6]	dreg_4.q[6]$_DFF_P_	0.65	1
max in group clk3	in3[0]	dreg_3.q[0]$_DFF_P_	0.67	1
max in group clk2	in2[1]	dreg_2.q[1]$_DFF_P_	0.68	1
min in group clk4	in4[1]	dreg_4.q[1]$_DFF_P_	0.33	1
min in group clk2	in2[7]	dreg_2.q[7]$_DFF_P_	0.34	1
min in group clk3	in3[5]	dreg_3.q[5]$_DFF_P_	0.34	1
No activity file was given, so power comes from the tool's default toggle rates.
