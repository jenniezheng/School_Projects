==> design/flow/design.v <==
module dreg(clk, d, q);
    parameter width = 16;
    input clk;
    input [width-1:0] d;
    output [width-1:0] q;
    reg [width-1:0] q;
    always @(posedge clk) begin
        q <= #3 d;
    end
endmodule
module mux2(a, b, sel, y);
    parameter width = 16;
    input [width-1:0] a, b;
    input sel;
    output [width-1:0] y;
    assign #3 y = sel ? b : a;
endmodule
module shl(a, y);
    parameter width = 16;
    input [width-1:0] a;
    output [width-1:0] y;
    assign y = {a[width-2:0], 1'b0};
endmodule
module shr(a, y);
    parameter width = 8;
    input [width-1:0] a;
    output [width-1:0] y;
    assign y = {1'b0, a[width-1:1]};
endmodule
module partial_product (a, b, pp);
    input [15:0] a;
    input [15:0] b;
    output [15:0] pp;
    assign #1 pp = (b[0]==1) ? a : 0;
endmodule
module adder16(a, b, sum);
    input [15:0] a, b;
    output [15:0] sum;
    assign #48 sum = a+b;
endmodule
module is_done (a, b, done);
  input [7:0] a, b;
  output done;
  assign #4 done = (b==0) ? 1 : 0;
endmodule
module multiply (clk, ain, bin, reset, prod, ready);
    input clk;
    input [7:0] ain, bin;
    input reset;
    output [15:0] prod;
    output ready;
  wire [7:0] b_reg, b_reg_temp, b_reg_temp2;
  wire [15:0] a_reg, a_reg_temp, a_reg_temp2;
  wire [15:0] accumulator_reg_temp, accumulator_reg_temp2;
    wire [15:0] pp;
  mux2 mux2_1(accumulator_reg_temp, 0, reset, accumulator_reg_temp2);
  mux2 mux2_2( a_reg_temp, {8'b00000000, ain[7:0] }, reset, a_reg_temp2);
    mux2 #(8) mux2_3(b_reg_temp, bin[7:0], reset, b_reg_temp2);
    dreg #(8) b_dreg(clk, b_reg_temp2, b_reg);
    dreg a_dreg(clk, a_reg_temp2, a_reg);
    dreg acc_dreg(clk, accumulator_reg_temp2, prod);
    partial_product partial_product_1(a_reg, {8'b00000000,b_reg}, pp);
    adder16 add_1(pp, prod, accumulator_reg_temp);
  is_done is_done_1(a_reg[7:0], b_reg, ready);
  shl shl_1(a_reg, a_reg_temp);
  shr shr_1(b_reg, b_reg_temp);
endmodule
module clock_gen(clk);
    parameter half_period = 31;  
    output clk;
    reg    clk;
    initial clk = 0;
    always #half_period clk = ~clk;
endmodule
==> design/flow/run.sh <==
#!/bin/bash
# OpenROAD 26Q1-2900-gdf79404cd8, Yosys 0.63+post, stock flow scripts
make -C /OpenROAD-flow-scripts/flow DESIGN_CONFIG=/design/flow/config.mk WORK_HOME=/design/flow/orfs finish
==> design/flow/config.mk <==
export PLATFORM = sky130hd
export DESIGN_NAME = multiply
export DESIGN_NICKNAME = multiply
export VERILOG_FILES = /design/flow/design.v
export SDC_FILE = /design/flow/constraint.sdc
export NUM_CORES = 4
export LEC_CHECK = 1
export CORE_UTILIZATION = 40
==> design/flow/constraint.sdc <==
current_design multiply

set clk_period 5.2
set clk_io_pct 0.2

create_clock -name clk0 -period $clk_period [get_ports {clk}]

set non_clock_inputs [all_inputs -no_clocks]
set_input_delay [expr $clk_period * $clk_io_pct] -clock clk0 $non_clock_inputs
set_output_delay [expr $clk_period * $clk_io_pct] -clock clk0 [all_outputs]
==> qor.txt <==
Status = completed
Utilization after layout = 52.3%
Ant diodes = 0
Htree depth = 2
Reported max-cap violation count = 0
Final Cycle Share = 56.2%
Worst hold-check path type = reg -> reg
Mapped Avg Cell Area = 10.1 sq um
RR Startpoint = b_dreg.q[0]$_DFF_P_
Post-CTS Hold Buffers = 0
YS warnings = 3
Fin. max-slew vios = 0
Peak VDD IR = 0.000220 V
CTS Buf Count = 5
CP endpoint kind = output pin
EDFF count, synth = 0
Post-route setup slack = 2280 ps
Vias in the first global route = 1381
WL per Instance = 12.1 um
Core ar. = 4790 sq um
Critical Path Max Stage Delay = 580 ps
CP cell instances = or4_1 > nor2_1 > clkdlybuf4s50_1
Tot Pwr = 0.732 mW
Gpl congestion = 0.867
Seq pwr share = 48.1%
Measured slew at the worst slew-check pin = 457 ps
Final setup fails = 0
Switching power = 0.199 mW
Worst Path Arrival = 1880 ps
Clk sink count = 40
Hold path start = a_dreg.q[13]$_SDFF_PP0_
FP Core Util = 42.2%
Crit path required time = 4160 ps
HPWL after detailed placement = 2610 um
Post-CTS Setup Bufs = 0
Leak = 1.03 nW
Place WS = 2560 ps
Clk root buf = clkbuf_8
Internal = 0.534 mW
Clk ins delay skew pair = 290 ps
Number of I/O port buffers = 34
Post-Syn Area = 2020 sq um
Main flop type = dfxtp_1
Synth Instances = 199
First-pass GRT wire length = 6430 um
Reg2Reg Setup Slack = 2630 ps
Sw Ratio = 27.1%
Layout Skew = 8.01 ps
Yosys chip area = 2020 sq um
Slew headroom = 69.5%
RSZ-0062 raised after global routing = no
Crit path kind = reg -> out
OpenROAD warning count = 25
Hold Vio Cnt, Final = 0
Ratio of cells with drive above 1 in the final layout = 15.8%
Iter 0 DRT Violations = 54
Layout fillers = 443
Rows = 25
Die height = 73.1 um
Final ANT Viol Nets = 0
Ys cells = 199
Clk pwr share = 29.5%
Via count = 1473
All-Layer GR Usage = 15.6%
CTS max path bufs = 2
Fin crit period = 2920 ps
Seq/Total Area, Yosys = 39.7%
Final setup TNS = 0 ps
Routed vias/inst = 4.89
Total grt overflow = 0
Post-CTS Resized = 0
I/O Pins = 35
CTS tree = yes
TritonRoute pass-1 iters = 4
Crit-path slowest cell = or4_1
Comb power frac = 22.4%
CTS clock-pin slew for the worst setup and hold paths = 80 ps
Number of unique standard cell types used by synthesis = 40
Total Wirelength = 3650 um
PwrDens = 292 nW/um^2
Die Span X = 73.1 um
Largest net degree at the start of global routing = 46
Synthesized registers = 40
Initial antenna violation count = 0
Startpoint types = flip-flop
Async set or reset register ratio after synthesis = 0%
Critical path fanouts, max = 17
DRC viols = 0
Max Fclk = 0.342 GHz
Die area = 5340 sq um
CP Launch Point = b_dreg.q[0]$_DFF_P_
Layout Area Growth over Synthesis = 24.0%
-- Yosys cell counts (2+ instances only) --
| master | n | area [sq um] |
|---|---|---|
| xnor2_1 | 5 | 43.8 |
| a21oi_1 | 11 | 55.1 |
| nor2_1 | 16 | 60.1 |
| a211oi_2 | 3 | 37.5 |
| buf_2 | 2 | 10.0 |
| mux2_4 | 3 | 45.0 |
| o21ai_1 | 2 | 10.0 |
| and2_1 | 18 | 113 |
| nor2b_1 | 15 | 93.8 |
| nand4_1 | 2 | 12.5 |
| a31oi_1 | 2 | 12.5 |
| ha_1 | 15 | 188 |
| dfxtp_1 | 40 | 801 |
| nand2_1 | 10 | 37.5 |
| buf_4 | 2 | 15.0 |
| a21o_1 | 5 | 37.5 |
| xor2_1 | 5 | 43.8 |
| mux2_2 | 14 | 158 |
| o211ai_1 | 3 | 22.5 |
| inv_1 | 2 | 7.51 |
| clkbuf_1 | 4 | 15.0 |
| or4_1 | 2 | 15.0 |
-- layer usage --
layer  share of wire (%)  vias to the layer above  GRT usage, %
li1                    -                      761             -
met1                  50                      666          24.6
met2                  44                       40          23.1
met3                 5.2                        6          3.08
met4                 1.2                        0          1.96
met5                   0                        -             0
-- cell families (layout without fill, tap and decap cells) --
group	after synthesis	in the layout	share of synthesized area, %
muxes	18	18	10.6
AOI/OAI and AO/OA	37	37	14.3
xor gates and xnor gates	10	10	4.34
DFF	40	40	39.7
adders and majority gates	16	16	10.3
buffers and inverters	10	45	2.35
and+or+nand+nor	68	68	18.5
-- final timing paths --
kind / endpoint / cells past startpoint
max: ready / 3
min: a_dreg.q[14]$_SDFF_PP0_ / 1
max reg2reg: acc_dreg.q[10]$_SDFF_PP0_ / 8
min reg2reg: a_dreg.q[14]$_SDFF_PP0_ / 1
-- sequential cells by signal, summed over array words and instances (netlist names) --
signal and count:
a_dreg.q 16, acc_dreg.q 16, b_dreg.q 8
-- metrics by stage --
| step | area [sq um] | instances | hold slack (ps) |
|---|---|---|---|
| 6_report | 2500 | 301 | 461 |
| 3_5_place_dp | 2410 | 293 | 448 |
| 3_3_place_gp | 2410 | 293 | 442 |
| 2_1_floorplan | 2020 | 199 | 429 |
| 4_1_cts | 2500 | 301 | 464 |
| 5_1_grt | 2500 | 301 | 478 |
-- power groups by stage --
stage | Sequential (mW) | Combinational [mW] | Clock (mW)
final | 0.352 | 0.164 | 0.216
after global routing | 0.357 | 0.184 | 0.237
after CTS | 0.353 | 0.165 | 0.224
-- worst max-delay path, delay by kind of cell, from the launching register on --
family	cells	cell delay, ps
buffers and inverters	1	460
AND/OR/NAND/NOR	2	680
flip-flops	1	450
-- area by class of cell --
class	instances	area [sq um]	share of cell area (%)
Clock buffer	7	86.3	3.45
Tap cell	67	83.8	3.35
Sequential cell	40	801	32.0
Clock inverter	1	7.51	0.300
Multi-Input combinational cell	149	1170	46.8
Inverter	2	7.51	0.300
Timing Repair Buffer	35	348	13.9
-- layout by cell type (no fill, tap or decap), types with 3 or more instances in the layout --
cell type	instances
dfxtp_1	40
clkdlybuf4s50_1	34
and2_1	18
nor2_1	16
nor2b_1	15
ha_1	15
mux2_2	14
a21oi_1	11
nand2_1	10
clkbuf_8	6
a21o_1	5
xnor2_1	5
xor2_1	5
o211ai_1	3
a211oi_2	3
mux2_4	3
Power is estimated from default activity; no workload was simulated.
